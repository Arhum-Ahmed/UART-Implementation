File: ./design.v
module dreg (input logic clk, reset,input logic [7:0] in, input logic en ,output logic [7:0] out);
	always_ff @(posedge clk)
	begin
		if (reset)
		begin
			out <= 0;
		end
		else
		begin
			if (en)
			begin
				out <= in;
			end
		end
	end
endmodule 
File: ./run.sh
#!/bin/bash
# OpenROAD 26Q1-2900-gdf79404cd8, Yosys 0.63+post, stock flow scripts
make -C /OpenROAD-flow-scripts/flow DESIGN_CONFIG=/design/flow/config.mk WORK_HOME=/design/flow/orfs finish
File: ./config.mk
export PLATFORM = sky130hd
export DESIGN_NAME = dreg
export DESIGN_NICKNAME = dreg
export VERILOG_FILES = /design/flow/design.v
export SDC_FILE = /design/flow/constraint.sdc
export NUM_CORES = 4
export LEC_CHECK = 1
export CORE_AREA = 10 10 70 70
export DIE_AREA = 0 0 80 80
File: ./constraint.sdc
current_design dreg

set clk_period 1.1
set clk_io_pct 0.2

create_clock -name clk0 -period $clk_period [get_ports {clk}]

set non_clock_inputs [all_inputs -no_clocks]
set_input_delay [expr $clk_period * $clk_io_pct] -clock clk0 $non_clock_inputs
set_output_delay [expr $clk_period * $clk_io_pct] -clock clk0 [all_outputs]
==> summary.txt <==
Figures from the flow reports.

Die:
- The run gives the floorplan die height as 80 um.
- The run gives the number of placement rows as 21.
- The run gives the width of the die as 80 um.
- The run puts the floorplan core area at 3420 um2.
- The run puts the share of the core filled by cells before placement at 8.35%.
- The run puts the total die size at 6400 um2.
- The run gives the number of top-level pins as 19.

Routing:
- Before antenna repair, the detailed router went through 2 iterations.
- The run gives the total routed wirelength as 851 um.
- The run puts the detailed-route vias per instance at about 2.7.
- The run gives the detailed-route wire length per cell as 9.25 um.
- The run puts the post-route antenna net violation count at 0.
- Detailed-route iteration 0 reported a violation count of 11.
- The script parses the final routing iteration and logs DRC violations as 0.
- The run gives the via total after detailed routing as 247.
- The final antenna diode tally reported by the flow is 0.

Global routing:
- Entering global routing, the biggest net connects 9 pins.
- The run gives the global-route wire length before repair as 1.39 mm.
- The run puts the aggregate global-route resource usage at 2.72%.
- Global route summary, busiest routing layer listed as met2.
- The run puts the initial antenna violation count at 0.
- The run puts the leftover overflow at the end of global routing at 0.
- The run gives the global-route met2 utilization as 5.70%.
- The run gives the via count of the first global-routing pass as 304.
- Routing resource usage on met3 recorded by global route was 1.14%.
- The run gives the met1 track utilization from global routing as 2.14%.

Setup path:
- The worst setup path is launched from a flip-flop.
- The signal on the critical path passes through dlygate4sd2_1.
- On the critical path the largest part of the delay comes from flip-flops.
- At the worst endpoint, the required time is between 800 and 900 ps.
- The run gives the critical path's largest stage delay as approximately 320 ps.
- The report shows a maximum critical-path fanout of 2.
- The run gives the number of buffers and inverters on the critical path as 1.
- The run gives the slowest cell on the critical path as sky130_fd_sc_hd__dfxtp_2.
- The run gives the category of the worst setup path capture point as a primary output.
- In the setup report, the worst path falls into the class reg2out.
- The run puts the data arrival time of the worst path at 790 ps.

STA:
- The run puts the worst slew slack as a fraction of its limit at about four fifths.
- The run puts the part of the cycle the worst path needs at between 90% and 100%.
- Summed over all failing endpoints, the final setup total negative slack is 0 ps.
- The run gives the slew of the pin with the lowest slew margin as 277 ps.
- Setup repair after global routing left no endpoint under its margin.
- The run puts the final period demand of the worst path at 1010 ps.
- The run gives the max-slew violation count as 0.
- The run puts the clock skew after layout at 0 ps.
- Static timing analysis puts the maximum clock frequency at roughly 990 MHz.
- The run gives the number of hold-slack violations in the final timing report as 0.
- The run puts the final number of setup-violating endpoints at 0.

Place:
- The run gives the count of port buffers added during placement as 18.
- The run puts the placed wire-length estimate at 748 um.
- The detailed placer reported the number of placed instances as 89.
- The final weighted congestion recorded by global placement is 0.681.

Logic synthesis:
- The run gives the yosys cell count as 26.
- Summed over all instances, the cell type with the most area after synthesis is sky130_fd_sc_hd__dfxtp_1.
- Sorting the synthesized cells by area gives the leading types as sky130_fd_sc_hd__dfxtp_1 (56%), sky130_fd_sc_hd__mux2i_1 (28%), sky130_fd_sc_hd__nor2_1 (11%), sky130_fd_sc_hd__buf_6 (3.9%), sky130_fd_sc_hd__buf_1 (1.3%).
- The run puts the complex-gate fraction of the synthesized area at 0%.
- After synthesis, the largest family of logic cells by area is multiplexers.
- The synthesis report lists the Yosys warning total as 1.
- Sequential cells were found to cover 56.1% of the synthesized design area.
- The cell-mix breakdown from Yosys lists the adder-cell area share as 0%.
- Synthesis inferred 8 register bits.
- The run gives the area fraction in and, or, nand and nor cells after synthesis as a little over a tenth.
- According to the Yosys statistics, the synthesized design has a chip area of 285 um2.
- In the synthesized netlist, the number of instances is 26.
- Per the synthesis report, the single largest cell type by area occupies 56.1% of cell area.
- The run gives the area of the mapped netlist as 285 um2.
- In the Yosys stats the netlist draws on 5 distinct library cells.
- In the synthesized netlist, mux cells make up between 20% and 30% of the area.
- The run puts the synthesized area per cell at 11.0 um2.
- The run gives the xor/xnor share of the synthesized area as 0%.

Clocking:
- For the worst-skew pair, the clock arrives at the later sink with an insertion delay of 240 ps.
- The run gives the number of clock sinks seen by CTS as 8.
- The run puts the number of hold buffers added after cts at 0.
- The run puts the clock input transition at the sequential cells of the worst setup and hold paths at 50 ps.
- The run gives the cell at the root of the clock tree as sky130_fd_sc_hd__clkbuf_4.
- The run gives the maximum clock path buffer count as 2.
- TritonCTS built the clock tree.
- The run gives the total CTS buffers as 3.
- In this run the number of H-tree levels came out at 1.

Min path:
- The type recorded for the worst min-delay path is reg2reg.

Final layout:
- The run gives the flip-flop count of the largest register after layout as 8.
- In the final layout, the registers with the most flip-flops are out: 8 flops.
- The run gives the share of final-layout standard cells stronger than drive strength 1 as 26.1%.
- The run gives the most common logic cell in the routed design as sky130_fd_sc_hd__clkdlybuf4s50_1.
- Counting flops per register, the top entry is out.
- The run gives the number of cells in the finished layout apart from fillers as about 92.
- Compared with the post-synthesis result, the final layout area differs by 93.0%.
- In the layout the commonest cells are sky130_fd_sc_hd__clkdlybuf4s50_1 (10), sky130_fd_sc_hd__mux2i_1 (8), sky130_fd_sc_hd__nor2_1 (8), sky130_fd_sc_hd__dfxtp_2 (8), sky130_fd_sc_hd__dlygate4sd2_1 (8).
- The run puts the number of filler cells placed in the layout at 399.

Job:
- The stage logs contain a warning count of 25.
- The run puts the number of max-capacitance violations reported at 0.

Power:
- The run gives the static power due to leakage as about 0.00025 uW.
- The run gives the maximum resistive drop on vdd as a little over 0.2 mV.
- In this run the power density over the cells is 1150 nW/um2.

Status:
- The flow ran to the end, and the final reports show no timing, DRC or antenna violations.
routing by layer:
| layer | up-vias | wire, um |
|---|---|---|
| met2 | 2 | 558 |
| li1 | 124 | - |
| met3 | 2 | 35 |
| met1 | 119 | 251 |
| met5 | - | 0 |
| met4 | 0 | 5 |
report_power, final:
group | internal [uW] | leakage (uW) | switching [uW]
registers | 311 | 0.0000689 | 8.41
clock network | 124 | 0.0000138 | 90.1
logic | 70.2 | 0.000168 | 28.7
area by class of cell:
type                            count  area (um2)  area share (%)
Timing Repair Buffer               19         190            34.5
Tap cell                           46        57.6            10.5
Sequential cell                     8         170            30.9
Clock buffer                        3        22.5            4.09
Multi-Input combinational cell     16         110            20.0
path summary, 6_finish.rpt:
check	startpoint	end	slack [ps]	cells after the start
worst max-delay path	out[1]	out[1]	90	1
worst min-delay path	out[4]	out[4]	480	2
worst max register to register	out[7]	out[7]	470	2
worst min register to register	out[4]	out[4]	480	2
cell families (layout without fill, tap and decap cells):
group,count (synthesis),in the layout
buffers and inverters,2,22
flip-flops,8,8
AND/OR/NAND/NOR,8,8
multiplexers,8,8
synth_stat cells (all sizes together):
library cell,number
buf,2
mux2i,8
dfxtp,8
nor2,8
stage by stage:
step,total power [uW],area [um2],setup slack [ps],utilization [%],hold slack (ps)
floorplan,353,285,422,-,367
global placement,434,528,-126,15.5,487
detailed placement,435,528,-147,15.5,494
CTS,642,551,71.2,16.1,487
global route,665,551,42.9,16.1,523
finish,633,551,86.1,16.1,479
repair_timing:
action                     in CTS  in global routing
buffers inserted                0                  0
resized                        16                  0
setup endpoints to repair       8                  0
Power and IR drop assume default switching activity.
